--- design/flow/design.v ---
module Multiplier(A, B, Result);
	input [31:0] A, B;  
	output [32:0] Result;
	wire [31:0] w0,w1,w2,w3,w4,w5,w6,w7,w8,w9,w10,w11,w12,w13,w14,w15,w16,w17,w18,w19,w20,w21,w22,w23,w24,w25,w26,w27,w28,w29,w30,w31;
	wire [31:0] l0,l1,l2,l3,l4,l5,l6,l7,l8,l9,l10,l11,l12,l13,l14,l15,l16,l17,l18,l19,l20,l21,l22,l23,l24,l25,l26,l27,l28,l29,l30;
	wire [32:0] r0,r1,r2,r3,r4,r5,r6,r7,r8,r9,r10,r11,r12,r13,r14,r15,r16,r17,r18,r19,r20,r21,r22,r23,r24,r25,r26,r27,r28,r29;
	assign w0 = A & {32{B[0]}};
	assign w1 = A & {32{B[1]}};
	assign w2 = A & {32{B[2]}};
	assign w3 = A & {32{B[3]}};
	assign w4 = A & {32{B[4]}};
	assign w5 = A & {32{B[5]}};
	assign w6 = A & {32{B[6]}};
	assign w7 = A & {32{B[7]}};
	assign w8 = A & {32{B[8]}};
	assign w9 = A & {32{B[9]}};
	assign w10 = A & {32{B[10]}};
	assign w11 = A & {32{B[11]}};
	assign w12 = A & {32{B[12]}};
	assign w13 = A & {32{B[13]}};
	assign w14 = A & {32{B[14]}};
	assign w15 = A & {32{B[15]}};
	assign w16 = A & {32{B[16]}};
	assign w17 = A & {32{B[17]}};
	assign w18 = A & {32{B[18]}};
	assign w19 = A & {32{B[19]}};
	assign w20 = A & {32{B[20]}};
	assign w21 = A & {32{B[21]}};
	assign w22 = A & {32{B[22]}};
	assign w23 = A & {32{B[23]}};
	assign w24 = A & {32{B[24]}};
	assign w25 = A & {32{B[25]}};
	assign w26 = A & {32{B[26]}};
	assign w27 = A & {32{B[27]}};
	assign w28 = A & {32{B[28]}};
	assign w29 = A & {32{B[29]}};
	assign w30 = A & {32{B[30]}};
	assign w31 = A & {32{B[31]}};
	assign l0 = {w1[30:0],1'b0};
	assign l1 = {w2[29:0],2'b0};
	assign l2 = {w3[28:0],3'b0};
	assign l3 = {w4[27:0],4'b0};
	assign l4 = {w5[26:0],5'b0};
	assign l5 = {w6[25:0],6'b0};
	assign l6 = {w7[24:0],7'b0};
	assign l7 = {w8[23:0],8'b0};
	assign l8 = {w9[22:0],9'b0};
	assign l9 = {w10[21:0],10'b0};
	assign l10 = {w11[20:0],11'b0};
	assign l11 = {w12[19:0],12'b0};
	assign l12 = {w13[18:0],13'b0};
	assign l13 = {w14[17:0],14'b0};
	assign l14 = {w15[16:0],15'b0};
	assign l15 = {w16[15:0],16'b0};
	assign l16 = {w17[14:0],17'b0};
	assign l17 = {w18[13:0],18'b0};
	assign l18 = {w19[12:0],19'b0};
	assign l19 = {w20[11:0],20'b0};
	assign l20 = {w21[10:0],21'b0};
	assign l21 = {w22[9:0],22'b0};
	assign l22 = {w23[8:0],23'b0};
	assign l23 = {w24[7:0],24'b0};
	assign l24 = {w25[6:0],25'b0};
	assign l25 = {w26[5:0],26'b0};
	assign l26 = {w27[4:0],27'b0};
	assign l27 = {w28[3:0],28'b0};
	assign l28 = {w29[2:0],29'b0};
	assign l29 = {w30[1:0],30'b0};
	assign l30 = {w31[0],31'b0};
	assign r0 = {1'b0,w0} + {1'b0,l0} ;
	assign r1 = {1'b0,l1} + {1'b0,l2} ;
	assign r2 = {1'b0,l3} + {1'b0,l4} ;
	assign r3 = {1'b0,l5} + {1'b0,l6} ;
	assign r4 = {1'b0,l7} + {1'b0,l8} ;
	assign r5 = {1'b0,l9} + {1'b0,l10} ;
	assign r6 = {1'b0,l11} + {1'b0,l12} ;
	assign r7 = {1'b0,l13} + {1'b0,l14} ;
	assign r8 = {1'b0,l15} + {1'b0,l16} ;
	assign r9 = {1'b0,l17} + {1'b0,l18} ;
	assign r10 = {1'b0,l19} + {1'b0,l20} ;
	assign r11 = {1'b0,l21} + {1'b0,l22} ;
	assign r12 = {1'b0,l23} + {1'b0,l24} ;
	assign r13 = {1'b0,l25} + {1'b0,l26} ;
	assign r14 = {1'b0,l27} + {1'b0,l28} ;
	assign r15 = {1'b0,l29} + {1'b0,l30} ;
	assign r16 = {1'b0,r0[31:0]} + {1'b0,r1[31:0]} ;
	assign r17 = {1'b0,r2[31:0]} + {1'b0,r3[31:0]} ;
	assign r18 = {1'b0,r4[31:0]} + {1'b0,r5[31:0]} ;
	assign r19 = {1'b0,r6[31:0]} + {1'b0,r7[31:0]} ;
	assign r20 = {1'b0,r8[31:0]} + {1'b0,r9[31:0]} ;
	assign r21 = {1'b0,r10[31:0]} + {1'b0,r11[31:0]} ;
	assign r22 = {1'b0,r12[31:0]} + {1'b0,r13[31:0]} ;
	assign r23 = {1'b0,r14[31:0]} + {1'b0,r15[31:0]} ;
	assign r24 = {1'b0,r16[31:0]} + {1'b0,r17[31:0]} ;
	assign r25 = {1'b0,r18[31:0]} + {1'b0,r19[31:0]} ;
	assign r26 = {1'b0,r20[31:0]} + {1'b0,r21[31:0]} ;
	assign r27 = {1'b0,r22[31:0]} + {1'b0,r23[31:0]} ;
	assign r28 = {1'b0,r24[31:0]} + {1'b0,r25[31:0]} ;
	assign r29 = {1'b0,r26[31:0]} + {1'b0,r27[31:0]} ;
	assign 	Result = {1'b0,r28[31:0]} + {1'b0,r29[31:0]};
endmodule
--- design/flow/run.sh ---
#!/bin/bash
# OpenROAD 26Q1-2900-gdf79404cd8, Yosys 0.63+post, stock flow scripts
make -C /OpenROAD-flow-scripts/flow DESIGN_CONFIG=/design/flow/config.mk WORK_HOME=/design/flow/orfs finish
--- design/flow/config.mk ---
export PLATFORM = sky130hd
export DESIGN_NAME = Multiplier
export DESIGN_NICKNAME = Multiplier
export VERILOG_FILES = /design/flow/design.v
export SDC_FILE = /design/flow/constraint.sdc
export NUM_CORES = 4
export LEC_CHECK = 1
export CORE_UTILIZATION = 40
--- design/flow/constraint.sdc ---
current_design Multiplier

set clk_period 22.0
set clk_io_pct 0.2

create_clock -name clk0 -period $clk_period

set non_clock_inputs [all_inputs -no_clocks]
set_input_delay [expr $clk_period * $clk_io_pct] -clock clk0 $non_clock_inputs
set_output_delay [expr $clk_period * $clk_io_pct] -clock clk0 [all_outputs]
==> run notes <==
Reports from this run.

- The worst hold margin reads 10060 ps.
- The final timing report lists a hold violation count of 0.
- The worst path arrival time is 12710 ps.
- Per the detail_route report, vias per standard cell equal 4.888.
- The area figure in the yosys stat output is 15460 µm².
- The total number of vias is 11340.
- After filler insertion, the fill cell instance count of the layout stands at 3606.
- The horizontal extent of the die reads 198.6 µm.
- The placement-stage cell area reads 16970 µm².
- In this run the vertical extent of the chip is 198.6 µm.
- The multi-input combinational cell area reads 13700 µm².
- The global routing usage summed across all routing layers is 21.94%.
- The largest incremental delay on the critical path is 1040 ps.
- The number of cells in the yosys synthesis report is 1773.
- The number of setup buffers added after CTS is 0.
- The maximum number of pins on one net before global-route repair is 33.
- After layout, the minimum clock period comes to 17110 ps.
- The placement summary gives the final routability congestion estimate as 0.9002.
- The run finished with clean final reports.
- The most common logic cells in the final layout are 393 x sky130_fd_sc_hd__fa_1, 379 x sky130_fd_sc_hd__inv_1, 363 x sky130_fd_sc_hd__nand2_1.
- The total DRC errors in the routed layout reads 0.
- The synthesized instance count is 1773.
- The buffer_ports step reported a buffer count of 97.
- The slew at the pin with the worst max-slew slack reads 866.4 ps.
- The endpoint class of the critical path is a primary output.
- The most frequently placed logic cell in the final layout reads sky130_fd_sc_hd__fa_1.
- The mean instance size in the synthesized netlist is 8.722 µm².
- The fraction of the yosys area taken by sequential cells is 0%.
- By startpoint and endpoint, the worst setup path is classified as in -> out.
- The number of global-route vias before repair is 12260.
- The detailed-route wire length is 37900 µm.
- The post-DP HPWL is 29590 µm.
- After synthesis, the cell types taking the most area are sky130_fd_sc_hd__fa_1 51%, sky130_fd_sc_hd__inv_1 9.2%, sky130_fd_sc_hd__ha_1 9.1%.
- The master of the slowest instance on the critical path reads sky130_fd_sc_hd__clkdlybuf4s50_1.
- The number of violations of the max-capacitance limit is 0.
- The sum of overflow across all layers after global routing reads 0.
- The number of clock buffers in the layout is 0.
- Sequential cells placed in the final layout were counted as 0.
- The first routing iteration left 472 violations.
- The ratio of final minimum period to clock period is 77.78%.
- The critical path maximum fanout is 18.
- Per the run report, area growth between synthesis and finish was 9.709%.
- Warnings reported by Yosys during synthesis add up to 0.
- For the final routed database, the setup TNS stands at 0 ps.
- The sequential cells in the finished layout cover a total of 0 µm².
- The fraction of final layout cells sized beyond drive strength 1 is 2.541%.
- The critical path's most frequent cell reads sky130_fd_sc_hd__fa_1.
- The number of cells upsized or downsized after cts reads 0.
- The netlist area before placement is 15460 µm².
- The worst hold path belongs to the class in -> out.
- The data required time of the worst path reads 17600 ps.
- The post-cts hold-fix buffer tally reads 0.
- Per the post-route antenna check, the number of violating nets is 0.
- Setup repair after global routing left no endpoint under its margin.
- The core region is 37840 µm².
- The instance count after placement with tap cells included is 2321.
- The average wire per cell in the routed design reads 16.33 µm.
- The final non-filler cell area reads 16970 µm².
- The non-filler instance count after layout is 2321.
- The cell type contributing the most total cell area after synthesis reads sky130_fd_sc_hd__fa_1.
- The global-route wire length before repair reads 63260 µm.
- The final max-slew violation count recorded for this run is 0.
- The kind of launch point of the worst setup path reads a primary input.
- The synthesized design devotes to its leading area cell type 50.88% of total area.
- Per the detail_route report, inserted antenna diodes total 0.
- The number of top-level pins reads 97.
- The floorplan-stage core utilization is 40.86%.
- In this run, distinct cell masters in the synthesized netlist total 59.
- The number of setup violations in the final report reads 0.
- The detailed-router iteration count before antenna repair is 5.
- The stage logs contain a warning count of 32.
- The maximum clock frequency is 58.44 MHz.
- The die outline area reads 39450 µm².
- The count of standard-cell rows reads 71.
- Headroom to the max-slew limit came out at 42.06%.
- The initial antenna violation count is 0.
cells in the mapped netlist, types with 3 or more instances:
cell type                    n
sky130_fd_sc_hd__nor2b_1     6
sky130_fd_sc_hd__nand2_1   363
sky130_fd_sc_hd__nor2_1     18
sky130_fd_sc_hd__fa_1      393
sky130_fd_sc_hd__buf_1       3
sky130_fd_sc_hd__a21oi_1    25
sky130_fd_sc_hd__o21a_1     11
sky130_fd_sc_hd__a31oi_1     3
sky130_fd_sc_hd__clkbuf_1   88
sky130_fd_sc_hd__ha_1      112
sky130_fd_sc_hd__xnor2_1    72
sky130_fd_sc_hd__nand3_1     3
sky130_fd_sc_hd__a21o_1     14
sky130_fd_sc_hd__inv_1     379
sky130_fd_sc_hd__o21ai_0    18
sky130_fd_sc_hd__and2_1    178
sky130_fd_sc_hd__o21bai_1    6
sky130_fd_sc_hd__xor2_1     23
sky130_fd_sc_hd__nor3_1      4
critical path, delay by kind of cell:
kind                     cells  cell delay (ps)
AND-OR/OR-AND                9             2100
adder cells (fa/ha/maj)      8             3870
buffers and inverters        5             1650
AND/OR/NAND/NOR              3              510
XOR/XNOR                     1              150
final cells by class:
cell class / count / area share [%]
Tap cell: 511 / 3.769
Inverter: 379 / 8.386
Multi-Input combinational cell: 1303 / 80.75
Timing Repair Buffer: 128 / 7.095
per-stage QoR:
step / util [%] / setup slack (ps)
after CTS: 44.83 / 4882
after global placement: 44.83 / 4995
final: 44.83 / 4887
after floorplan: - / 6304
after global routing: 44.83 / 4430
after detailed placement: 44.83 / 4902
routing by layer:
metal	wire length (µm)	GRT usage, %	up-vias	part of all wire [%]
li1	-	-	5246	-
met1	15880	31.90	5677	42
met2	18310	34.50	401	48
met3	3279	7.577	20	8.7
met4	423	2.194	0	1.1
met5	0	0	-	0
path summary, 6_finish.rpt:
| kind | slack, ps | to | start | cells past startpoint |
|---|---|---|---|---|
| max | 4890 | Result[32] | A[14] | 26 |
| min | 10060 | Result[0] | A[0] | 4 |
cells by family (layout without fill, tap and decap cells):
logic type | count (synthesis) | in the layout | share of synthesized area (%)
adders and majority gates | 505 | 505 | 59.94
muxes | 2 | 2 | 0.1295
buffers and inverters | 470 | 507 | 11.41
and+or+nand+nor | 589 | 589 | 17.73
AOI/OAI and AO/OA | 112 | 112 | 5.413
xor gates and xnor gates | 95 | 95 | 5.381
